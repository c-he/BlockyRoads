**/design/flow/config.mk**
```make
export PLATFORM = sky130hd
export DESIGN_NAME = Model
export DESIGN_NICKNAME = Model
export VERILOG_FILES = /design/flow/design.v
export SDC_FILE = /design/flow/constraint.sdc
export NUM_CORES = 4
export LEC_CHECK = 1
export CORE_AREA = 10 10 101 101
export DIE_AREA = 0 0 111 111
```
**/design/flow/constraint.sdc**
```tcl
current_design Model

set clk_period 3.6
set clk_io_pct 0.2

create_clock -name clk0 -period $clk_period [get_ports {clk}]

set non_clock_inputs [all_inputs -no_clocks]
set_input_delay [expr $clk_period * $clk_io_pct] -clock clk0 $non_clock_inputs
set_output_delay [expr $clk_period * $clk_io_pct] -clock clk0 [all_outputs]
```
**/design/flow/design.v**
```verilog
`timescale 1ns / 1ps
module Model(
    input wire clk,
	input wire [3:0] high_score0, high_score1, high_score2, high_score3,
	output wire [7:0] segment,
	output wire [7:0] an
	);
	wire [ 6:0] a_to_g;
	wire dp;
	wire [15:0] High = 16'b0001_0000_0010_0100;
	assign segment = {dp, a_to_g};
	x7segbc seg_disp (.x({High, high_score3, high_score2, high_score1, high_score0}), .clk(clk), .a_to_g(a_to_g), .an(an), .dp(dp));
endmodule
`timescale 1ns / 1ps
module x7segbc(
    input wire clk,
	input wire [31:0] x,
	output reg [ 6:0] a_to_g,
	output reg [ 7:0] an,
	output wire dp
	);
	wire [ 2:0] s;
	reg  [ 4:0] digit;
	wire [ 7:0] aen;
	reg  [19:0] clkdiv;
	assign dp = 1;
	assign s  = clkdiv[19:17];
	assign aen[7] = x[31] | x[30] | x[29] | x[28];
	assign aen[6] = x[31] | x[30] | x[29] | x[28] |
					x[27] | x[26] | x[25] | x[24];
	assign aen[5] = x[31] | x[30] | x[29] | x[28] |
					x[27] | x[26] | x[25] | x[24] |
					x[23] | x[22] | x[21] | x[20];
	assign aen[4] = x[31] | x[30] | x[29] | x[28] |
					x[27] | x[26] | x[25] | x[24] |
					x[23] | x[22] | x[21] | x[20] |
					x[19] | x[18] | x[17] | x[16];
	assign aen[3] = x[31] | x[30] | x[29] | x[28] |
					x[27] | x[26] | x[25] | x[24] |
					x[23] | x[22] | x[21] | x[20] |
					x[19] | x[18] | x[17] | x[16] |
					x[15] | x[14] | x[13] | x[12];
	assign aen[2] = x[31] | x[30] | x[29] | x[28] |
					x[27] | x[26] | x[25] | x[24] |
					x[23] | x[22] | x[21] | x[20] |
					x[19] | x[18] | x[17] | x[16] |
					x[15] | x[14] | x[13] | x[12] |
					x[11] | x[10] | x[ 9] | x[ 8];
	assign aen[1] = x[31] | x[30] | x[29] | x[28] |
					x[27] | x[26] | x[25] | x[24] |
					x[23] | x[22] | x[21] | x[20] |
					x[19] | x[18] | x[17] | x[16] |
					x[15] | x[14] | x[13] | x[12] |
					x[11] | x[10] | x[ 9] | x[ 8] |
					x[ 7] | x[ 6] | x[ 5] | x[ 4];
	assign aen[0] = 1;	 
	always @*
		case (s)
			0: digit       = {1'b0, x[ 3: 0]};
			1: digit       = {1'b0, x[ 7: 4]};
			2: digit       = {1'b0, x[11: 8]};
			3: digit       = {1'b0, x[15:12]};
			4: digit       = 5'b1_0000;
			5: digit       = 5'b1_0001;
			6: digit       = 5'b1_0010;
			7: digit       = 5'b1_0011;
			default: digit = {1'b0, x[ 3: 0]};
		endcase
	always @*
		case (digit)
			0: a_to_g       = 7'b1000000;
			1: a_to_g       = 7'b1111001;
			2: a_to_g       = 7'b0100100;
			3: a_to_g       = 7'b0110000;
			4: a_to_g       = 7'b0011001;
			5: a_to_g       = 7'b0010010;
			6: a_to_g       = 7'b0000010;
			7: a_to_g       = 7'b1111000;
			8: a_to_g       = 7'b0000000;
			9: a_to_g       = 7'b0010000;
			'hA: a_to_g     = 7'b0001000;
			'hB: a_to_g     = 7'b0000011;
			'hC: a_to_g     = 7'b1000110;
			'hD: a_to_g     = 7'b0100001;
			'hE: a_to_g     = 7'b0000110;
			'hF: a_to_g     = 7'b0001110;
			'h10: a_to_g    = 7'b0001011;	 
			'h11: a_to_g    = 7'b0010000;	 
			'h12: a_to_g    = 7'b1111001;	 
			'h13: a_to_g    = 7'b0001001;	 
		endcase
	always @*
	begin
		an = 8'b1111_1111;
		if (aen[s] == 1)
			an[s] = 0;
	end
	always @ (posedge clk)
	begin
		clkdiv <= clkdiv + 1;
	end
endmodule
```
**/design/flow/run.sh**
```bash
#!/bin/bash
# OpenROAD 26Q1-2900-gdf79404cd8, Yosys 0.63+post, stock flow scripts
make -C /OpenROAD-flow-scripts/flow DESIGN_CONFIG=/design/flow/config.mk WORK_HOME=/design/flow/orfs finish
```
==> run notes <==
fresh numbers from the pnr run: height of the die 111 um, Synth top cell by count dfxtp_1, top cells by area dfxtp_1 (28%), xnor2_1 (8.6%), dlxtn_1 (7.4%), ha_1 (5.3%), nand2_1 (5.0%), Vias/cell 4.054, Leak Pwr 0.0006580 uW, reg2reg setup slack 2.00 ns, Clock Tree Buf Depth 2, Crit path top cell by count ha_1, endpoints left unconstrained 14, TritonCTS Buffers 3, WHS 0.4106 ns, largest net degree at the start of global routing 15, commonest cells in the netlist dfxtp_1 (20), nand2_1 (19), nor2_1 (16), Critical Path AT 2.25 ns, hold buffer count at cts 0, area of the die 12320 um2, CTS root buffer clkbuf_8, Area growth, synth to finish 30.41%, row cnt 33, hold path depth 1, Worst-Margin Slew 0.6471 ns, top-level I/O count 33, YS chip area 1428 um2, Yosys Instances 166, Max-cap violations 0, Final setup viols 0, Post-synth regs 27, R2R Path End seg_disp.clkdiv[16]$_DFF_P_, CP delay by family, top adder cells, fmax 0.3362 GHz, R2R depth 6, Post-synth EDFFs 0, ys async rst share 0, CP Cell Sequence inv_1, ha_1, ha_1, or4_1, clkdlybuf4s50_1, max_slew headroom 0.5670, origin of the critical flop-to-flop path seg_disp.clkdiv[0]$_DFF_P_, fp util 0.1755, GPL Wtd Cong 0.8734, CTS resizes 0, CP Buf/Inv Count 2, Worst Hold Launch seg_disp.clkdiv[0]$_DFF_P_, max incr delay on CP 0.51 ns, period utilization 0.8262, GR Util All Layers 0.05084, H-tree depth 1, die width 111 um, fin crit period 2.974 ns, Main synth FF type dfxtp_1, Max VDD drop 0.3453 mV, worst hold path class register to register, initial antenna violation count 0, hold endpoint seg_disp.clkdiv[0]$_DFF_P_, Avg Inst Size Synth 8.600 um2, Post-CTS Repair Setup Buffers 0, critical-path maximum fanout 8, RSZ-0062 raised after global routing no, YS warnings 1, first-pass GRT wire length 5.568 mm, core area 8134 um2, setup TNS 0 ns, port bufs 31, TritonCTS clock tree built, Synth Instances 166, DRC 0, total grt overflow 0, register pins left without a clock 7, Yosys top cell area share 0.2805, Initial DRC Count 49, Worst setup SP type register, Synth area leader dfxtp_1, vias in the first global route 1168, post-route ant nets 0, DR vias 1208, tool warnings 28, Critical Path End Type output pin, Data required, critical path 2.88 ns, routed wire length 3.191 mm, Unique cell types 40, clk_skew 0.001338 ns, Final HPWL DP 2.439 mm, Crit Path Category register to output pin, final hold vios 0, slowest CP cell or4_1, post-synthesis cell area 1428 um2, Antenna diodes 0, Insertion Delay late pin 0.25 ns, drt wl/cell 10.71 um, clock slew at reported path FFs 0.07 ns, share of cells above drive strength 1 0.05699, max-slew violation count 0, status complete, no violations, Finished Core Util 0.2289, pwr dens 227.9 nW/um2, drt first pass iters 4
==> metrics by stage <==
stage	worst slack, ns	cells	total power (uW)	cell area [um2]
finish	0.6258	298	424.3	1862
global placement	0.9018	294	262.4	1807
global route	0.4983	298	440.4	1862
CTS	0.5980	298	428.5	1862
floorplan	1.430	166	242.9	1428
detailed placement	0.8827	294	262.0	1807
==> cell type report <==
type,instances,area (um2)
Fill cell,887,6272
Multi-Input combinational cell,126,837.1
Sequential cell,27,505.5
Timing Repair Buffer,32,317.8
Tap cell,105,131.4
Clock buffer,4,55.05
Inverter,4,15.01
==> layer usage <==
layer	track usage	part of all wire	up-vias
met3	0.01204	0.061	2
met5	0	0	-
met2	0.07901	0.42	33
met4	0.001736	0.0025	0
li1	-	-	638
met1	0.07345	0.51	535
==> cell usage in the layout, fill, tap and decap left out, types with 3 or more instances in the layout <==
master / n
clkdlybuf4s50_1: 31
dfxtp_1: 20
nand2_1: 19
nor2_1: 16
xnor2_1: 14
o21ai_0: 12
nand3_1: 7
dlxtn_1: 7
and3_1: 6
ha_1: 6
xor2_1: 5
inv_1: 4
nand4_1: 4
nor3_1: 4
clkbuf_8: 4
o21a_1: 3
a22oi_1: 3
==> sequential cells by signal, summed over array words and instances, names as in the netlist <==
name and flops:
seg_disp.a_to_g 7, seg_disp.clkdiv 20
==> worst max-delay path by stage <==
stage / from / cells past startpoint / end / slack (ns)
CTS: seg_disp.clkdiv[17]$_DFF_P_ / 5 / an[4] / 0.60
global route: seg_disp.clkdiv[17]$_DFF_P_ / 5 / an[4] / 0.50
finish: seg_disp.clkdiv[17]$_DFF_P_ / 5 / an[4] / 0.63
==> kinds of logic (layout without fill, tap and decap cells) <==
family | Yosys count | after routing | share of synthesized area
AOI/OAI and AO/OA | 33 | 33 | 0.1674
DFF | 20 | 20 | 0.2805
adders and majority gates | 6 | 6 | 0.05258
muxes | 1 | 1 | 0.007012
buffers and inverters | 13 | 40 | 0.05960
latches | 7 | 7 | 0.07362
other | 1 | 1 | 0.002627
xor gates and xnor gates | 19 | 19 | 0.1166
and+or+nand+nor | 66 | 66 | 0.2401
==> report_power, final <==
group	total [uW]	internal, uW	switching (uW)
Combinational	35.1	22.3	12.8
Clock	167	97.2	70.0
Sequential	222	222	0
Total	424	342	82.8
Power figures rest on the tool's default switching activity, not on a simulated workload.
