===== ./run.sh =====
#!/bin/bash
# OpenROAD 26Q1-2900-gdf79404cd8, Yosys 0.63+post, stock flow scripts
make -C /OpenROAD-flow-scripts/flow DESIGN_CONFIG=/design/flow/config.mk WORK_HOME=/design/flow/orfs finish

===== ./config.mk =====
export PLATFORM = sky130hd
export DESIGN_NAME = Random
export DESIGN_NICKNAME = Random
export VERILOG_FILES = /design/flow/design.v
export SDC_FILE = /design/flow/constraint.sdc
export NUM_CORES = 4
export LEC_CHECK = 1
export CORE_AREA = 10 10 92 92
export DIE_AREA = 0 0 102 102

===== ./constraint.sdc =====
current_design Random

set clk_period 6.6
set clk_io_pct 0.2

create_clock -name clk0 -period $clk_period [get_ports {clk}]

set non_clock_inputs [all_inputs -no_clocks]
set_input_delay [expr $clk_period * $clk_io_pct] -clock clk0 $non_clock_inputs
set_output_delay [expr $clk_period * $clk_io_pct] -clock clk0 [all_outputs]

===== ./design.v =====
`timescale 1ns / 1ps
module Random(
    input wire clk,
	input wire [3:0] direction,
	input wire [4:0] road_on, car_on,
	output reg [4:0] path,
	output reg [1:0] speed_data0, speed_data1, speed_data2, speed_data3, speed_data4,
	output reg [2:0] obstacle_num
	);
	reg [ 2:0] x;
	reg [10:0] cnt;
	wire [2:0] temp_num;
	initial
	begin
		x   <= 3'b0;
		cnt <= 11'b0;
	end
	assign temp_num = (path + 233) % 5;
	always @ (posedge clk)
	begin
		if (direction != 4'b0)
		begin
			x   <= (x + 1023) % 5;
			cnt <= cnt + 1023;
		end
		else
		begin
			x   <= (x + 1) % 5;
			cnt <= cnt + 1;
		end
		case (temp_num)
			3'b000:
			begin
				if (car_on[0] != 1'b1)
				begin
					obstacle_num <= temp_num;
				end
			end
			3'b001:
			begin
				if (car_on[1] != 1'b1)
				begin
					obstacle_num <= temp_num;
				end
			end
			3'b010:
			begin
				if (car_on[2] != 1'b1)
				begin
					obstacle_num <= temp_num;
				end
			end
			3'b011:
			begin
				if (car_on[3] != 1'b1)
				begin
					obstacle_num <= temp_num;
				end
			end
			3'b100:
			begin
				if (car_on[4] != 1'b1)
				begin
					obstacle_num <= temp_num;
				end
			end
		endcase
		case (x)
			3'b000:
			begin
				if (road_on[0] != 1'b1)
				begin
					path <= 5'b00001;
				end
			end
			3'b001:
			begin
				if (road_on[1] != 1'b1)
				begin
					path <= 5'b00010;
				end
			end
			3'b010:
			begin
				if (road_on[2] != 1'b1)
				begin
					path <= 5'b00100;
				end
			end
			3'b011:
			begin
				if (road_on[3] != 1'b1)
				begin
					path <= 5'b01000;
				end
			end
			3'b100:
			begin
				if (road_on[4] != 1'b1)
				begin
					path <= 5'b10000;
				end
			end
		endcase
		case (obstacle_num)
			3'b000:
			begin
				speed_data0 <= 1;
			end
			3'b001:
			begin
				speed_data1 <= 2;
			end
			3'b010:
			begin
				speed_data2 <= 2;
			end
			3'b011:
			begin
				speed_data3 <= 3;
			end
			3'b100:
			begin
				speed_data4 <= 3;
			end
		endcase
	end
endmodule

==> run notes <==
run metrics: status=finished, final reports clean, Overflow after GRT=0, dpl hpwl=7.58 mm, clk sinks=11, cell area after layout=4460 um2, row count=29, Clk Latency, worst-skew pair=0.23 ns, Worst path max stage delay=0.56 ns, antenna violations before repair=0, mapped cell area=3120 um2, final tally of max-slew violations=0, cell count after synthesis=433, Seq cells post-synth=11, gpl congestion=0.995, synthesis warning total=1, top cells by area=ha_1, edfxtp_1, nand2_1, area share, top type=0.108, largest net degree at the start of global routing=15, cell type with the largest total area=ha_1, Post-route DRC=0, Hold Crit Depth=2, yosys synthesis chip area=3120 um2, die height=102 um, CP Data Required Time=6.77 ns, H-tree Lvls=1, Synth cell types=86, Commonest Layout Cell=buf_4, placed cell area=4000 um2, final worst slack=0.184 ns, Worst Max-Slew Pin Slew=0.584 ns, CTS tree=built, Avg Cell Area, Syn=7.20 um2, CP Capture Type=flip-flop, Reg clk slew, reported paths=0.05 ns, most common logic cells in the final layout=buf_4, nand2_1, nor3_1, Period minus WS final=6.42 ns, Final setup viols=0, count of tool warnings=40, asr flop ratio synth=0, IO Pins=33, Iter 0 DRT Violations=145, yosys stat cell total=433, most used flip-flop cell=edfxtp_1, layout cell share with drive strength beyond 1=0.331, vias in the first global route=3,499, first-pass GRT wire length=16.3 mm, Total Routing Usage GR=0.186, antenna viol nets, final=0, Arr. time, crit path=6.58 ns, CP max stage cell=or4_4, reg2reg path depth=25, Die W=102 um, Seq share, synth=0.0963, Pre-Place Util=0.483, routed vias=3,737, reg2reg setup slack=0.53 ns, yosys adder share=0.108, AO/OA Area Share=0.316, Fin. Hold Viols=0, xor+xnor area frac=0.0421, crit path launch type=input pin, max_cap viols=0, WL/cell=16.0 um, comb area leader=AND-OR/OR-AND gates, skew final=0.00336 ns, root buffer cell=clkbuf_8, critical path type=in2reg, Simple-Gate Fraction of Synth Area=0.312, pre-CTS WS=-0.549 ns, Die Footprint=10,400 um2, HP Class=reg2reg, CORE AREA=6460 um2, clock buffer depth=2, Pre-antenna DRT Iters=4, Port-buffer cells=22, vias per inst=5.99, RSZ-0062 raised after global routing=true, Total Wirelength=10.0 mm, Max Clk Rate=0.156 GHz, cts bufs inserted=3, mux frac, synth=0.0301, Layout area overhead=43.0%, antenna cells=0, count of library flops with an enable pin=8, Crit Path Max Fanout=4, max_slew headroom=0.609, cycle use final=0.972
-- flip-flops by register name, indices dropped and copies added (netlist names) --
name	count
x	3
path	5
obstacle_num	3
-- cell usage after synthesis, types with 3 or more instances --
cell type,n
nand2_1,41
ha_1,27
inv_1,26
nor2_1,26
nor3_1,26
o21ai_0,22
a21oi_1,20
nand3_1,14
buf_4,12
clkbuf_1,12
xnor2_1,12
a211oi_1,10
edfxtp_1,8
nor2b_1,8
or3_1,8
a31oi_1,7
buf_2,7
and3_1,6
mux2i_1,6
nand2b_1,6
nand4_1,6
nor4_1,6
o211ai_1,6
o22ai_1,6
a211o_1,5
and2_1,5
o31a_1,4
or4_1,4
a22oi_1,3
a311oi_1,3
dfxtp_1,3
mux2_2,3
nand3b_1,3
nor3b_1,3
o211a_1,3
o21bai_1,3
o311ai_0,3
xor2_1,3
-- through the flow --
| stage | TNS [ns] | cells | hold WS, ns | util |
|---|---|---|---|---|
| floorplan | 0 | 441 | 0.624 | - |
| CTS | 0 | 616 | 0.560 | 0.661 |
| finish | 0 | 624 | 0.556 | 0.691 |
| global placement | -1.38 | 602 | 0.542 | 0.619 |
| global route | -0.117 | 624 | 0.623 | 0.691 |
| detailed placement | -1.52 | 602 | 0.550 | 0.619 |
-- area by class of cell --
type,instances,area (um2)
clock buffer,4,45.0
fill,493,2000
inverter,27,104
multi-input combinational,370,2830
sequential,11,300
tap,77,96.3
timing repair buffer,135,1080
-- worst max-delay path: cells and delay by family --
| family | cells | cell delay, ns |
|---|---|---|
| multiplexers | 1 | 0.22 |
| AND/OR/NAND/NOR | 9 | 2.49 |
| buffers and inverters | 4 | 0.39 |
| adder cells (fa/ha/maj) | 3 | 0.59 |
| AND-OR/OR-AND | 7 | 1.45 |
| XOR/XNOR | 1 | 0.11 |
-- routing by layer --
metal | vias to the layer above | global-route usage | share of wire
met5 | - | 0 | 0
met4 | 0 | 0.0423 | 0.014
met3 | 15 | 0.0102 | 0.052
met2 | 122 | 0.322 | 0.49
met1 | 1753 | 0.251 | 0.45
li1 | 1847 | - | -
-- final timing paths --
check / startpoint / to
max reg2reg: path[0] / obstacle_num[0]
min reg2reg: x[0] / x[0]
max: direction[3] / x[1]
min: x[0] / x[0]
-- what timing repair did --
item / CTS / global route
setup endpoints to repair: 3 / 6
buffers inserted: 10 / 8
resized: 31 / 29
pin swaps: 18 / 22
hold buffers: 0 / 0
-- logic make-up (layout without fill, tap and decap cells) --
logic type,after synthesis,count (layout)
AND-OR/OR-AND,131,131
adder cells (fa/ha/maj),27,27
flip-flops,11,11
other,2,10
multiplexers,9,9
buffers and inverters,60,166
AND/OR/NAND/NOR,178,178
XOR/XNOR,15,15
